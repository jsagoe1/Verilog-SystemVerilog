[flow/run.sh]
#!/bin/bash
# OpenROAD 26Q1-2900-gdf79404cd8, Yosys 0.63+post, stock flow scripts
make -C /OpenROAD-flow-scripts/flow DESIGN_CONFIG=/design/flow/config.mk WORK_HOME=/design/flow/orfs finish
[flow/config.mk]
export PLATFORM = sky130hd
export DESIGN_NAME = regfile
export DESIGN_NICKNAME = regfile
export VERILOG_FILES = /design/flow/design.v
export SDC_FILE = /design/flow/constraint.sdc
export NUM_CORES = 4
export LEC_CHECK = 1
export CORE_UTILIZATION = 30
[flow/constraint.sdc]
current_design regfile

set clk_period 6.5
set clk_io_pct 0.2

create_clock -name clk0 -period $clk_period [get_ports {clk}]

set non_clock_inputs [all_inputs -no_clocks]
set_input_delay [expr $clk_period * $clk_io_pct] -clock clk0 $non_clock_inputs
set_output_delay [expr $clk_period * $clk_io_pct] -clock clk0 [all_outputs]
[flow/design.v]
module regfile (rna,rnb,d,wn,we,clk,clrn,qa,qb);  
  input [31:0] d; 								 
  input [4:0] rna; 								 
  input [4:0] rnb; 								 
  input [4:0] wn; 								 
  input we; 									 
  input clk, clrn; 								 
  output [31:0] qa, qb; 						 
  reg [31:0] register [1:31]; 					 
  assign qa = (rna == 0)? 0 : register[rna]; 	 
  assign qb = (rnb == 0)? 0 : register[rnb]; 	 
  integer i;
  always @(posedge clk or negedge clrn) 		 
  if (!clrn)
    for (i = 1; i < 32; i = i + 1)
      register[i] <= 0; 							 
  else
    if ((wn != 0) && we) 							 
      register[wn] <= d; 							 
endmodule
==> run summary <==
run results: status finished clean, standard-cell rows 154, overall power after layout 17.67 mW, # setup viols final 0, number of resized instances in the post-cts repair step 0, number of standard cells in the layout, taps in and fillers out roughly 7400, critical path data arrival time a little under 5000 ps, initial antenna violation count 19, chip height 422.6 um, number of hold-repair buffers added at the cts stage 0, transition time at the pin with the least slew margin roughly 1200 ps, Setup Skew 0 ps, Most Frequent Cell on Critical Path buf_4, Cells after Synth about 5000, mapped cell area approximately 0.053 mm2, Post-synth seq share a little under half, DRC 0, chip area in the Yosys report 0.05308 mm2, PortBufs ~110, startpoint class of the critical path input pin, flip-flop count of the largest register, all copies and words added between 900 and 1000, number of cells in Yosys stat about 5000, share of cells above drive strength 1 between 30 and 40%, Reg2Reg Setup Slack between 5000 and 6000 ps, routability congestion estimate ~1.0, buffer depth of the longest clock path 3, die outline area approximately 0.18 mm2, headroom to the max-slew limit 22.55%, Most flops, register register, maximum clock rate between 150 and 200 MHz, worst vdd rail ir drop between 0.2 and 0.25 mV, clock tree from TritonCTS built, peak fanout along the critical path 30, Final Cell Area slightly above 0.06 mm2, worst min-delay path class register to register, Clk pin slew, worst setup/hold paths 60 ps, number of enable flip-flop cells 0, number of vias after detailed routing roughly 49000, Routed wire per std cell 36.82 um, area growth from synthesis to layout 15.60%, total routing resource utilization after global routing between 30% and 40%, Warnings, synthesis 2, crit path kind input pin to output port, core footprint approximately 0.18 mm2, tally of max-capacitance violations 0, post-route antenna net violation count 0, largest net degree at the start of global routing approximately 120, number of register bits inferred by synthesis slightly below 1000, post-detailed-route via-to-cell ratio approximately 6.6, number of levels in the clock H-tree 3, Chip Width approximately 420 um, sinks on the clock net slightly below 1000, most numerous logic cells after layout nand3_1, mux2_2, dfrtp_1, post-route minimum period just over 6000 ps, Worst-Skew Late Latency around 750 ps, total setup buffers inserted after CTS 0, global-route wire length before repair about 380 mm, maximum single-stage delay on the critical path slightly above 800 ps, detailed-route wire length roughly 270 mm, share of the clock period used by the worst path a little over nine tenths, GR Overflow Total 0, biggest regs register: 992 flops, setup tns final 0 ps, number of global-route vias before repair 46970, Distinct lib cells used between 70 and 80, total tool warning count 45, prevailing post-synth register cell dfrtp_1, syn_area_per_cell 10.62 um2, Iter 0 DRT Violations around 6400, effective utilization at floorplan a little under a third, io pins around 110, list of cells traversed by the critical path buf_4 > and3b_2 > and2_1 > buf_12 > a22o_1 > a2111oi_0 > a31oi_1 > buf_4 > clkdlybuf4s50_1, required time of the worst setup path 5200 ps, fraction of registers with async set/reset 100.0%, final count of hold timing violations 0, element type at the critical path end output port, setup repair after global routing missed its margin false, number of max-slew violations in the final report 0, top logic cell by instance count in the layout nand3_1, placed cell area 0.05776 mm2, half-perimeter wire length after placement 167.4 mm, cell count after placement approximately 7200, Power Dens Cells between 200 and 300 mW/mm2, slowest stage cell, crit path a2111oi_0, Pleak 25.80 nW, clock buffer count from CTS between 100 and 150, buffer type at the clock tree root clkbuf_16, drt first pass iters 9
==> stage by stage <==
stage	util, %	setup WS, ps	hold slack (ps)
floorplan	-	2502	480.0
global placement	32.83	405.7	506.5
detailed placement	32.83	427.8	502.6
CTS	34.85	432.2	519.3
global route	34.85	423.7	535.0
finish	34.88	261.9	519.7
==> per-layer routing <==
| metal | global-route usage, % | vias up | wire length (um) | part of all wire (%) |
|---|---|---|---|---|
| met4 | 20.98 | 15 | 24000 | 8.8 |
| li1 | - | 18910 | - | - |
| met5 | 0.3763 | - | 168 | 0.062 |
| met3 | 14.38 | 1190 | 37420 | 14 |
| met2 | 43.18 | 3895 | 113900 | 42 |
| met1 | 37.88 | 24510 | 96490 | 35 |
==> layout make-up <==
type,count,area [um2]
fillers,17240,114600
repair buffers,416,3944
inverters,2,7.507
clock buffers,147,3047
multi-input cells,3429,26060
well taps,2340,2928
diodes,24,60.06
flip-flops and latches,992,24820
clock inverters,38,491.7
==> cell families (layout without fill, tap and decap cells) <==
logic type             Yosys count  in the layout  share of synthesized area (%)
AOI/OAI and AO/OA              511            511                          7.140
and+or+nand+nor               1904           1904                          19.80
muxes                         1014           1014                          21.50
DFF                            992            992                          46.77
buffers and inverters          577            603                          4.792
other                            0             24                              0
==> cells in the mapped netlist, types with 24 or more instances <==
cell type     n  area share [%]
nand3_1    1135              11
mux2_2      996              21
dfrtp_1     992              47
nand4_1     290             3.4
clkbuf_1    268             1.9
buf_2       200             1.9
a22oi_1     156             2.2
and3_1      132             1.6
a21oi_1     107             1.0
buf_1        86            0.61
nor4_1       75            0.88
nand2_1      57            0.40
a31oi_1      53            0.62
a22o_1       39            0.64
nor2_1       37            0.26
a2111oi_0    32            0.53
a221o_1      29            0.55
and4_1       27            0.45
and2_1       24            0.28
nor3_1       24            0.23
==> where the power goes <==
part,internal [mW],switching [mW],total [mW]
combinational,1.38,1.44,2.82
sequential,7.37,1.11,8.49
clock,3.64,2.72,6.37
==> path summary, 6_finish.rpt <==
check,start,to,cells past startpoint
min in group asynchronous,clrn,register[13][26],1
max in group asynchronous,clrn,register[25][12],3
worst min register to register,register[28][29],register[28][29],1
worst max-delay path,rna[0],qa[27],9
worst min-delay path,register[28][29],register[28][29],1
worst max register to register,register[2][16],register[2][16],1
==> critical path: cells and delay by family <==
kind / cells / cell delay [ps]
compound gates: 3 / 1350
simple gates: 2 / 760
buf+inv: 4 / 1440
No activity file was given, so power comes from the tool's default toggle rates.
