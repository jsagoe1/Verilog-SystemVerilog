## design.v

```verilog
module fifo( clk, rst, buf_in, buf_out, wr_en, rd_en, buf_empty, buf_full, fifo_counter );
   input                 rst, clk, wr_en, rd_en;   
   input [7:0]           buf_in;                   
   output[7:0]           buf_out;                  
   output                buf_empty, buf_full;      
   output[3 :0] fifo_counter;             
   reg[7:0]              buf_out;
   reg                   buf_empty, buf_full;
   reg[3 :0]    fifo_counter;
   reg[3 -1:0]  rd_ptr, wr_ptr;            
   reg[7:0]              buf_mem[( 1<<3 ) -1 : 0];  
   always @(fifo_counter)
      begin
         buf_empty = (fifo_counter==0);
         buf_full = (fifo_counter== ( 1<<3 ));
      end
   always @(posedge clk or posedge rst)
      begin
         if( rst )
             fifo_counter <= 0;
         else if( (!buf_full && wr_en) && ( !buf_empty && rd_en ) )
             fifo_counter <= fifo_counter;
         else if( !buf_full && wr_en )
             fifo_counter <= fifo_counter + 1;
         else if( !buf_empty && rd_en )
             fifo_counter <= fifo_counter - 1;
         else
            fifo_counter <= fifo_counter;
      end
   always @( posedge clk or posedge rst)
      begin
         if( rst )
            buf_out <= 0;
         else
         begin
            if( rd_en && !buf_empty )
               buf_out <= buf_mem[rd_ptr];
            else
               buf_out <= buf_out;
         end
      end
   always @(posedge clk)
      begin
         if( wr_en && !buf_full )
            buf_mem[ wr_ptr ] <= buf_in;
         else
            buf_mem[ wr_ptr ] <= buf_mem[ wr_ptr ];
      end
   always@(posedge clk or posedge rst)
      begin
         if( rst )
         begin
            wr_ptr <= 0;
            rd_ptr <= 0;
         end
         else
         begin
            if( !buf_full && wr_en )    wr_ptr <= wr_ptr + 1;
                else  wr_ptr <= wr_ptr;
            if( !buf_empty && rd_en )   rd_ptr <= rd_ptr + 1;
            else rd_ptr <= rd_ptr;
         end
      end
   endmodule
```

## run.sh

```bash
#!/bin/bash
# OpenROAD 26Q1-2900-gdf79404cd8, Yosys 0.63+post, stock flow scripts
make -C /OpenROAD-flow-scripts/flow DESIGN_CONFIG=/design/flow/config.mk WORK_HOME=/design/flow/orfs finish
```

## config.mk

```make
export PLATFORM = sky130hd
export DESIGN_NAME = fifo
export DESIGN_NICKNAME = fifo
export VERILOG_FILES = /design/flow/design.v
export SDC_FILE = /design/flow/constraint.sdc
export NUM_CORES = 4
export LEC_CHECK = 1
export CORE_UTILIZATION = 30
```

## constraint.sdc

```tcl
current_design fifo

set clk_period 3.3
set clk_io_pct 0.2

create_clock -name clk0 -period $clk_period [get_ports {clk}]

set non_clock_inputs [all_inputs -no_clocks]
set_input_delay [expr $clk_period * $clk_io_pct] -clock clk0 $non_clock_inputs
set_output_delay [expr $clk_period * $clk_io_pct] -clock clk0 [all_outputs]
```

==> impl_metrics.csv <==
group,metric,value,unit
power,cellLeakagePower,1.44,nW
synthesis,yosys.area_share.simple,5.88,%
power,power.ir.vdd_worst,0.377,mV
die,rows,38,
global_route,grt_max_degree,35,
synthesis,synth.distinct_cells,30,
clocking,post_cts_buffers,0,
clocking,worst_setup_hold_path_clk_slew,80,ps
critical_path,worstPathRequired,2640,ps
synthesis,syn_avg_cell_area,16.0,um2
sta,finalHoldViolCount,0,
critical_path,start_kind,"register",
synthesis,synth_sequential_area_ratio,71.5,%
placed_design,place_worst_setup_slack,697,ps
sta,min_period,2600,ps
synthesis,post_synth_main_logic_family,"multiplexers",
clocking,worst_skew_pair.late_latency,350,ps
sta,drv_slew,0,
synthesis,synth-warning-count,1,
route,route.final.wire_length,6130,um
die,design.die.area,0.0115,mm2
route,avgViaCountPerCell,4.61,
synthesis,compound_area_share,6.07,%
critical_path,critical_path_peak_fanout,7,
synthesis,yosys.area.top_type,"edfxtp_1",
sta,timing.final.ws_setup,701,ps
run,warnings,25,
critical_path,regToRegSetupSlack,760,ps
synthesis,ys_top_cells_by_count,"edfxtp_1 (64), nand2_1 (19), dfrtp_1 (18)",
route,first_pass_iters,4,
sta,final.setup.tns,0,ps
run,timing.max_cap.violations,0,
synthesis,yosysMostFrequentCell,"edfxtp_1",
sta,fmax,385,MHz
clocking,ctsRootBufferMaster,"clkbuf_8",
clocking,cts_tree,"done",
synthesis,post_synth_xor_area_fraction,1.85,%
die,core_util_floorplan,30.7,%
global_route,antenna_found_initial,0,
route,ant_nets,0,
clocking,clk_path_buf_depth,2,
synthesis,postSynth.asyncResetShare,22.0,%
critical_path,critical_setup_path_kind,"reg -> out",
synthesis,muxShareOfSynthArea,11.0,%
sta,final-setup-viol-count,0,
synthesis,yosys_adder_share,2.11,%
layout,seq_area,0.00237,mm2
layout,multiInputGateArea,907,um2
synthesis,synth-main-ff-cell,"edfxtp_1",
synthesis,yosysChipArea,0.00332,mm2
layout,area_growth_syn_to_layout,20.6,%
clocking,cts_hold_buf,0,
critical_path,timing.critical_path.to_type,"output pin",
route,antennaDiodeCount,0,
route,drc,0,
global_route,grt_pass1_vias,1741,
sta,finClkSkew,10.3,ps
synthesis,top_cells_by_area,"edfxtp_1 (58%), dfrtp_1 (14%), mux2_2 (5.4%)",
sta,rsz_0062_raised_after_global_routing,"false",
status,outcome,"finished clean",
placed_design,port_buffers,25,
die,die_x_extent,107,um
global_route,grt_pass1_wl,9490,um
critical_path,critPathArrivalTime,1940,ps
synthesis,ys_seq_elements,82,
synthesis,enable_flop_cells,64,
sta,tightest_slew_margin_relative_to_the_limit,38.0,%
placed_design,place_congestion,0.748,
placed_design,detail_placement_hpwl,3800,um
synthesis,syn-cell-area,0.00332,mm2
clocking,post_cts_sizing_count,0,
route,vias,1807,
layout,num-fill-cells,1002,
clocking,tritoncts_num_sinks,82,
global_route,grt_usage,11.9,%
clocking,ctsHtreeMaxLevel,3,
die,design.portCount,26,
sta,transition_time_at_the_pin_with_the_least_slew_margin,921,ps
die,coreArea,0.0108,mm2
synthesis,post_synth_inst_count,207,
route,routedWlPerCell,15.6,um
synthesis,yosysCellCount,207,
synthesis,top_cell_area_share,57.9,%
route,drt_iter0_markers,97,
sta,fin_crit_sh,78.8,%
hold_path,hold_class,"reg -> reg",
global_route,globalRouteOverflowTotal,0,
clocking,cts_made_buffers,9,
layout,drive_gt1_share,18.7,%
die,dieHeight,107,um
power,power_per_cell_area,823,mW/mm2
## path summary, 6_finish.rpt
check / from / to / cells past startpoint
max: fifo_counter[0] / buf_full / 3
min: buf_out[6] / buf_out[6] / 2
max reg2reg: fifo_counter[0] / fifo_counter[3] / 8
min reg2reg: buf_out[6] / buf_out[6] / 2
max in group asynchronous: rst / wr_ptr[2] / 3
min in group asynchronous: rst / buf_out[5] / 3
## stage by stage
step | instances | cell area (um2) | total power, W | utilization, % | hold WS, ps
4_1_cts | 392 | 4000 | 0.00334 | 37.1 | 498
5_1_grt | 392 | 4000 | 0.00351 | 37.1 | 535
2_1_floorplan | 207 | 3320 | 0.00220 | - | 431
3_3_place_gp | 376 | 3810 | 0.00261 | 35.3 | 468
3_5_place_dp | 376 | 3810 | 0.00263 | 35.3 | 480
6_report | 392 | 4000 | 0.00329 | 37.1 | 488
## critical path: stages (launching register included)
cell,delay (ps)
dfrtp_1,480
or4b_4,590
inv_1,70
clkdlybuf4s50_1,450
## logic make-up after synthesis
kind of cell,Yosys count
buffers and inverters,11
AOI/OAI and AO/OA,29
muxes,34
DFF,82
xor gates and xnor gates,7
adders and majority gates,5
and+or+nand+nor,39
## metal layers
layer  vias to the layer above  wire (um)  GRT usage, %
li1                        869          -             -
met1                       869       2780          18.4
met2                        64       2730          16.5
met3                         5        568          5.95
met4                         0         55          1.08
met5                         -          0             0
## state kept, by name, indices dropped and copies added (netlist names)
name / count
buf_mem: 64
rd_ptr: 3
buf_out: 8
wr_ptr: 3
fifo_counter: 4
## layout make-up
class	instances	area share (%)
clock buffers	15	4.72
clock inverters	1	0.125
inverters	3	0.282
multi-input cells	114	22.7
flip-flops and latches	82	59.3
well taps	140	4.38
repair buffers	37	8.51
## power breakdown
part | leakage [nW] | total (W) | internal (W) | switching, W
clock | 0.0980 | 0.000694 | 0.000366 | 0.000328
sequential | 0.794 | 0.00150 | 0.00135 | 0.000152
combinational | 0.551 | 0.00110 | 0.000578 | 0.000519
## cell usage in the layout (no fill, tap or decap), drive strengths merged, types with 2 or more instances in the layout
cell,Yosys,routed
edfxtp,64,64
nor2b,2,2
inv,3,3
a21oi,3,3
clkbuf,0,15
a221o,8,8
mux2i,17,17
nor2,4,4
nand2,19,19
nand2b,3,3
nor4,2,2
buf,8,12
mux2,17,17
o22ai,8,8
xnor2,6,6
dfrtp,18,18
o21ai,8,8
nor3,5,5
clkdlybuf4s50,0,25
ha,4,4
Power figures rest on the tool's default switching activity, not on a simulated workload.
