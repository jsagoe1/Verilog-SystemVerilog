==> /design/flow/design.v <==
module baudrategen (
   output   logic          baud_out,      
   input    logic          clkin,         
   input    logic          rst,           
   input    logic  [1:0]   baud_sel       
);
   localparam  LOAD_VAL_BAUD_19200     = 13'd1301;
   localparam  LOAD_VAL_BAUD_38400     = 13'd650;
   localparam  LOAD_VAL_BAUD_57600     = 13'd433;
   localparam  LOAD_VAL_BAUD_115200    = 13'd216;
   logic [12:0]   load_val, load_val_m1, load_val_final;
   logic [12:0]   cnt, cnt_nxt, cnt_m1;
   logic          baud_out, clkout_nxt, ovfl;
   always_comb begin
      case (baud_sel)
         2'b00: load_val = LOAD_VAL_BAUD_19200;
         2'b01: load_val = LOAD_VAL_BAUD_38400;
         2'b10: load_val = LOAD_VAL_BAUD_57600;
         2'b11: load_val = LOAD_VAL_BAUD_115200;
      endcase
   end   
   assign {ovfl, cnt_m1}   = cnt - 1'b1; 
   assign cnt_nxt          = baud_out ? load_val : cnt_m1;     
   always_ff @(posedge clkin or posedge rst) begin
      if (rst) cnt <= '0;
      else     cnt <= cnt_nxt;
   end
   assign baud_out = (cnt == '0);
endmodule
module uart_rx (
      output   logic       rx_done,
      output   logic       rx_busy,
      output   logic [7:0] rx_data,
      input    logic       rx,      
      input    logic       rx_start,   
      input    logic       clk, 
      input    logic       rst
   );
   localparam IDLE_VAL  = 1'b1;
   localparam START_VAL = 1'b0;
   typedef enum logic [1:0] {
      STATE_IDLE,
      STATE_START,
      STATE_DATA,
      STATE_STOP
   } t_fsm_state;
   t_fsm_state state, nxt_state;
   logic [7:0] rx_data_nxt;
   logic [2:0] pos, pos_nxt;
   always_ff @ (posedge clk or posedge rst) begin
      if (rst) begin
         state <= STATE_IDLE;
         pos   <= '0;
      end
      else begin
         state <= nxt_state;
         pos   <= pos_nxt;
      end
   end
   always_ff @(posedge clk)
      rx_data <= rx_data_nxt;
   always_comb begin
      nxt_state   = STATE_IDLE;
      pos_nxt     = '0;
      rx_data_nxt = rx_data;
      case (state)
         STATE_IDLE: begin
            nxt_state = rx_start ? ((rx != IDLE_VAL) ? STATE_START : STATE_IDLE) : STATE_IDLE;
         end
         STATE_START: begin
            nxt_state = STATE_DATA;
            pos_nxt   = pos + 1'b1;
            rx_data_nxt[pos] = rx;     
         end
         STATE_DATA: begin
            nxt_state         = (pos == 7) ? STATE_STOP : STATE_DATA;
            pos_nxt           = pos + 1'b1;
            rx_data_nxt[pos]  = rx;
         end
         STATE_STOP: begin
            nxt_state = STATE_IDLE;
         end
      endcase
   end
   assign rx_busy = (state != STATE_IDLE);
   assign rx_done = (state == STATE_STOP);
endmodule
module uart_tranciever (
   input    logic          clkin,       
   input    logic          rst,         
   input    logic [1:0]    baud_sel,    
   input    logic          rx,          
   input    logic [7:0]    tx_data,     
   input    logic          tx_start,    
   input    logic          rx_start,    
   output   logic          baud_out,    
   output   logic          tx_done,     
   output   logic          rx_done,     
   output   logic          tx_busy,     
   output   logic          rx_busy,     
   output   logic [7:0]    rx_data      
);
   baudrategen baudgen (
      .baud_out   (baud_out),
      .clkin      (clkin),
      .rst        (rst),
      .baud_sel   (baud_sel)
   );
   uart_tx transmitter (
      .tx         (tx),
      .tx_done    (tx_done),
      .tx_busy    (tx_busy),
      .tx_data    (tx_data),
      .tx_start   (tx_start),
      .clk        (baud_out),
      .rst        (rst)
   );
   uart_rx receiver    (
      .rx         (rx),
      .rx_done    (rx_done),
      .rx_busy    (rx_busy),
      .rx_data    (rx_data),
      .rx_start   (rx_start),
      .clk        (baud_out),
      .rst        (rst)
   );
endmodule
module uart_tx (
      output   logic       tx,
      output   logic       tx_done,
      output   logic       tx_busy,      
      input    logic [7:0] tx_data,
      input    logic       tx_start,
      input    logic       clk, 
      input    logic       rst
   );
   localparam IDLE_VAL  = 1'b1;
   localparam START_VAL = 1'b0;
   localparam STOP_VAL  = 1'b1;
   typedef enum logic [1:0] {
      STATE_IDLE,
      STATE_START,
      STATE_DATA,
      STATE_STOP
   } t_fsm_state;
   t_fsm_state state, nxt_state;
   logic [2:0] pos, pos_nxt;
   logic       tx_nxt;
   always_ff @ (posedge clk or posedge rst) begin
      if (rst) begin
         state <= STATE_IDLE;
         tx    <= IDLE_VAL;
         pos   <= '0;
      end
      else begin
         state <= nxt_state;
         tx    <= tx_nxt;
         pos   <= pos_nxt;
      end
   end
   always_comb begin
      nxt_state = STATE_IDLE;
      pos_nxt   = '0;      
      tx_nxt    = IDLE_VAL;
      case (state)
         STATE_IDLE: begin
            nxt_state = tx_start ? STATE_START : STATE_IDLE;
            tx_nxt    = tx_start ? START_VAL   : IDLE_VAL;
         end
         STATE_START: begin
            nxt_state = STATE_DATA;
            tx_nxt    = tx_data[pos];
            pos_nxt   = pos + 1'b1;
         end
         STATE_DATA: begin
            nxt_state = (pos == 7) ? STATE_STOP : STATE_DATA;
            tx_nxt    = tx_data[pos];
            pos_nxt   = pos + 1'b1;
         end
         STATE_STOP: begin
            nxt_state = STATE_IDLE;
            tx_nxt    = STOP_VAL;
         end
      endcase
   end
   assign tx_busy = (state != STATE_IDLE);
   assign tx_done = (state == STATE_STOP);
endmodule
==> /design/flow/run.sh <==
#!/bin/bash
# OpenROAD 26Q1-2900-gdf79404cd8, Yosys 0.63+post, stock flow scripts
make -C /OpenROAD-flow-scripts/flow DESIGN_CONFIG=/design/flow/config.mk WORK_HOME=/design/flow/orfs finish
==> /design/flow/config.mk <==
export PLATFORM = sky130hd
export DESIGN_NAME = uart_tranciever
export DESIGN_NICKNAME = uart_tranciever
export VERILOG_FILES = /design/flow/design.v
export SDC_FILE = /design/flow/constraint.sdc
export NUM_CORES = 4
export LEC_CHECK = 1
export CORE_UTILIZATION = 30
==> /design/flow/constraint.sdc <==
current_design uart_tranciever

set clk_period 7.0
set clk_io_pct 0.2

create_clock -name clk0 -period $clk_period [get_ports {clkin}]

set non_clock_inputs [all_inputs -no_clocks]
set_input_delay [expr $clk_period * $clk_io_pct] -clock clk0 $non_clock_inputs
set_output_delay [expr $clk_period * $clk_io_pct] -clock clk0 [all_outputs]
==> ci_impl_report.md <==
## Implementation flow summary

| Metric | Value |
|---|---|
| IR drop worst, VDD | 108 uV |
| # fillers | 516 |
| Final count of pins violating max slew | 0 |
| Number of synthesis warnings | 4 |
| Fp util | 31.9% |
| CTS Root Cell | clkbuf_8 |
| WHS Path Cells | 1 |
| DR WL/cell | 10.0 um |
| Routed wire length on met3 | 75 um |
| RSZ-0062 raised after global routing | false |
| Syn Inst Count | 151 |
| First-pass GRT wire length | 4220 um |
| Most numerous logic cell after layout | dfrtp_1 |
| Register area | 816 um2 |
| Most frequent cells in the layout | dfrtp_1 (23), clkdlybuf4s50_1 (19), ha_1 (16), nand2_1 (14), nor2_1 (13) |
| Reg2Reg Setup Slack | ~4.8 ns |
| Register share after synthesis | around 49% |
| Num ports | 28 |
| Met2 WL | 1080 um |
| CP required | between 5 and 6 ns |
| Min-Delay Path Class | reg2reg |
| Sequential share of power | 50.4% |
| Final instance area | roughly 0.002 mm2 |
| Hold_buf cts | 0 |
| DR pass1 iterations | 4 |
| Worst r2r src | baudgen.cnt[0]$_DFF_PP0_ |
| Fin. Hold Viols | 0 |
| Floorplan core area | 0.00520 mm2 |
| Vias in the first global route | ~1000 |
| Largest stage delay, worst path | around 0.57 ns |
| Flops out of synthesis | 31 |
| Cell Int Power | 121 uW |
| Clk network pwr share | 43.2% |
| Net Sw Frac | between 20% and 30% |
| CTS H-Tree Depth | 1 |
| CP Max Fanout | 19 |
| Worst R2R End | baudgen.cnt[3]$_DFF_PP0_ |
| CP Launch Type | flip-flop |
| Period minus WS final | ~3.8 ns |
| OpenROAD warnings | 42 |
| Worst setup EP type | primary output |
| CP max stage cell | nor4b_1 |
| Initial antenna violation count | 0 |
| Final setup vio count | 0 |
| Slew headroom | roughly 44% |
| Rows | 26 |
| GRT Residual Overflow | 0 |
| Routed Antenna Nets | 0 |
| Cell area after synthesis | 0.00166 mm2 |
| Power per cell area | 76.1 mW/mm2 |
| Port Buffers | 19 |
| Vias | 1064 |
| Gate Area | approximately 800 um2 |
| Layout Skew | 0.00249 ns |
| Yosys cell count | 151 |
| DRC viols | 0 |
| Arrival time at the worst endpoint | 2.42 ns |
| Area leader, netlist | dfrtp_1 |
| Metal1 wirelength | 1290 um |
| Max cap viols | 0 |
| Crit-path cells | inv_1 > ha_1 > nor4b_1 > nor3b_2 > buf_4 > clkdlybuf4s50_1 |
| Count of unclocked register or latch pins | 18 |
| Antenna Cells | 0 |
| Via density | about 4.4 |
| Hold Startpoint | baudgen.cnt[12]$_DFF_PP0_ |
| Fmax | around 0.26 GHz |
| Cell resize tally after clock tree synthesis | 0 |
| Fraction of layout cells with a size suffix above 1 | 9.20% |
| CTS tree | done |
| DR top layer | met3 |
| Setup TNS | 0 ns |
| HPWL after DPL | 1830 um |
| Endpoints left unconstrained | 38 |
| Yosys top cell area share | 34.7% |
| Syn avg cell area | around 11 um2 |
| Worst-Skew Late Latency | 0.24 ns |
| Tot GR Track Use | 8.78% |
| Cell Type Count | 29 |
| Hold Path End | baudgen.cnt[12]$_DFF_PP0_ |
| Final Cycle Share | 54.5% |
| Status | finished clean |
| Pin count of the biggest net entering global routing | 24 |
| Area reported by Yosys stat | 0.00166 mm2 |
| Reg clk slew, reported paths | 0.05 ns |
| Die H | 76.3 um |
| Switching power | 30.8 uW |
| Final estimated routing congestion in global placement | between 0.7 and 0.8 |
| Placement Cell Area | 0.00195 mm2 |
| DIE AREA | 0.00583 mm2 |
| Synth area leaders | dfrtp_1 (35%), edfxtp_1 (14%), ha_1 (12%) |
| Pleak | 0.000856 uW |
| DRT iter0 DRCs | 24 |
| CP Class | reg2out |
| Worst Max-Slew Pin Slew | 0.843 ns |
| Logic pwr share | 6.4% |
| P&R area growth vs syn | 20.1% |
| Routed wire length | 2440 um |
| Postcts setup bufs | 0 |
| Clock Path Buffers | 2 |
| R2R cell count | 5 |
| Chip Width | 76.3 um |
| Num CTS Buffers | 3 |
==> per-layer routing <==
layer	track usage, %	up-vias
met5	0	-
met4	0.769	0
met3	1.34	0
met2	12.9	17
met1	14.6	486
li1	-	561
==> power by group through the flow <==
stage	registers (uW)	logic, uW	clock network, uW
CTS	76.4	10.0	68.2
global route	76.4	10.8	71.1
finish	76.4	9.64	65.4
==> flip-flops by register name, indices dropped and copies added (netlist names) <==
signal	cells
baudgen.cnt	13
receiver.pos	3
receiver.rx_data	8
receiver.state	2
transmitter.pos	3
transmitter.state	2
==> layout make-up <==
| cell class | instances | area share [%] |
|---|---|---|
| sequential | 31 | 41.0 |
| tap | 70 | 4.40 |
| clock buffer | 4 | 2.26 |
| inverter | 11 | 2.07 |
| multi-input combinational | 107 | 40.0 |
| timing repair buffer | 21 | 10.3 |
==> cells by family after synthesis <==
kind of cell / Yosys count / synth area share, %
xor gates and xnor gates: 9 / 4.75
and+or+nand+nor: 56 / 19.0
muxes: 9 / 6.26
AOI/OAI and AO/OA: 17 / 5.58
DFF: 31 / 49.2
buffers and inverters: 13 / 3.09
adders and majority gates: 16 / 12.1
==> worst max-delay path by stage <==
| stage | start | to | slack, ns | depth (start not counted) |
|---|---|---|---|---|
| global route | baudgen.cnt[0]$_DFF_PP0_ | baud_out | 2.99 | 6 |
| CTS | baudgen.cnt[0]$_DFF_PP0_ | baud_out | 3.15 | 6 |
| finish | baudgen.cnt[0]$_DFF_PP0_ | baud_out | 3.18 | 6 |
==> Yosys cell counts, drive strengths merged <==
library cell   n
dfrtp         23
ha            16
nand2         14
nor2          13
inv           11
o21ai          9
edfxtp         8
mux2           8
a21oi          5
nand3          5
nand3b         5
xnor2          5
and2           4
nor2b          4
nor3b          4
xor2           4
nor4           3
buf            2
a21boi         1
a21o           1
and4           1
mux2i          1
nor4b          1
o31ai          1
or3b           1
or4            1
==> critical path, delay by kind of cell, from the launching register on <==
family                   cells  cell delay, ns
flip-flops                   1            0.38
buffers and inverters        3            0.81
adder cells (fa/ha/maj)      1            0.15
AND/OR/NAND/NOR              2            0.84
==> stage by stage <==
step	hold WS, ns	utilization, %	setup slack [ns]	power, uW	std cells
after floorplan	0.505	-	3.73	81.6	151
after global placement	0.525	37.4	3.40	87.7	240
after detailed placement	0.527	37.4	3.47	87.6	240
after CTS	0.541	38.2	3.15	155	244
after global routing	0.569	38.2	2.99	158	244
final	0.538	38.2	3.18	151	244
Power figures rest on the tool's default switching activity, not on a simulated workload.
